[config.mk]
export PLATFORM = sky130hd
export DESIGN_NAME = tld
export DESIGN_NICKNAME = tld
export VERILOG_FILES = /design/flow/design.v
export SDC_FILE = /design/flow/constraint.sdc
export NUM_CORES = 4
export LEC_CHECK = 1
export CORE_UTILIZATION = 40
[constraint.sdc]
current_design tld

set clk_period 3.0
set clk_io_pct 0.2

create_clock -name clk0 -period $clk_period [get_ports {clock}]

set non_clock_inputs [all_inputs -no_clocks]
set_input_delay [expr $clk_period * $clk_io_pct] -clock clk0 $non_clock_inputs
set_output_delay [expr $clk_period * $clk_io_pct] -clock clk0 [all_outputs]
[design.v]
`timescale 100 ns / 1 ns
module bcd_ctr(clk, en, ar, dig1, dig2, dig3);
  input clk, ar, en;
  output reg  [3:0]  dig1, dig2, dig3;
  wire dig1_carry, dig2_carry, dig3_carry;
  assign dig1_carry = (dig1 == 4'd9);  
  assign dig2_carry = dig1_carry&(dig2 == 4'd9);  
  assign dig3_carry = dig2_carry&(dig3 == 4'd9);  
  always @ (posedge clk or negedge ar)
  begin
    if(~ar)  
    begin
      dig1 <= 4'd0;
      dig2 <= 4'd0;
      dig3 <= 4'd0;
    end else if(~dig3_carry&en)  
    begin
      if(dig2_carry)  
      begin
        dig3 <= dig3 + 1;  
        dig2 <= 0;  
        dig1 <= 0;
      end else if(dig1_carry)  
      begin
        dig2 <= dig2 + 1;  
        dig1 <= 0;  
      end else  
      begin
        dig1 <= dig1 + 1;  
      end
    end
  end
  endmodule
`timescale 100 ns / 1 ns
module clock_divider(clk, ar, x, y);
  parameter width_x = 26;
  parameter halfperiod_x = 26'd50000000;
  parameter width_y = 15;
  parameter halfperiod_y = 15'd25000;
  input clk, ar;
  output reg x, y;  
  reg  [width_x-1:0]  ctr_x;  
  reg  [width_y-1:0]  ctr_y;
  always @ (posedge clk or negedge ar)
    begin
      if(~ar)  
        begin
          ctr_x <= 0;  
          ctr_y <= 0;
          x <= 0;
          y <= 0;
        end
      else
        begin
          if(ctr_x>=halfperiod_x-1)  
            begin
              x <= ~x;  
              ctr_x <= 0;  
            end
          else begin
            ctr_x <= ctr_x + 1;  
          end
          if(ctr_y>=halfperiod_y-1)
            begin
              y <= ~y;
              ctr_y <= 0;
            end
          else begin
            ctr_y <= ctr_y + 1;
          end
        end
    end
endmodule
`timescale 100 ns / 1 ns
module ctr_fsm(clk, ar, start, stop, ctr_en, ctr_ar);
  parameter [1:0] IDLE=2'b00, PRERUN=2'b01, RUN=2'b10, STOPPED=2'b11;
  parameter start_assert = 1'b1;  
  parameter stop_assert = 1'b0;  
  input clk, ar, start, stop;
  output ctr_en, ctr_ar;
  reg [1:0] state;
  assign ctr_en = (state==RUN);  
  assign ctr_ar = ~(state==PRERUN|state==IDLE);  
  always @ (posedge clk or negedge ar)
  begin
    if(~ar)
    begin
      state <= IDLE;  
    end else
    begin
      case(state)
        IDLE:begin
          if(start==start_assert)  
          begin
            state<=PRERUN;
          end else
          begin
            state<=IDLE;
          end
        end
        PRERUN:begin
          if(stop==stop_assert)
          begin
            state<=STOPPED;  
          end else
          begin
            state<=RUN;  
          end
        end
        RUN:begin  
          if(stop==stop_assert)  
          begin
            state<=STOPPED;
          end
			 else begin
            state<=RUN;
          end
        end
		  default:begin  
          if(start==~start_assert)  
          begin
            state<=IDLE;
          end else
          begin
            state<=STOPPED;  
          end
        end
      endcase
    end
  end
  endmodule
`timescale 100 ns / 1 ns
module lfsr(clk, ar, sr, q);
  input clk, ar;
  output q;  
  output reg  [7:0]  sr;  
  wire polynomial;
  assign polynomial = sr[7]^sr[5]^sr[4]^sr[3];  
  assign q = sr[7];
  always @ (posedge clk or negedge ar)
    begin
      if(~ar)  
        begin
          sr <= 8'b00000001;
        end
      else
        begin
          sr <= { sr[6:0], polynomial };
        end
    end
endmodule
`timescale 100 ns / 1 ns
module sevseg_decoder(val, a, b, c, d, e, f, g);
  input [3:0] val;
  output reg a, b, c, d, e, f, g;
  parameter led_on = 1'b0;
  parameter led_off = 1'b1;
  always @(val)
  	case (val)
  		4'h0: begin
  			a = led_on;
  			b = led_on;
  			c = led_on;
  			d = led_on;
  			e = led_on;
  			f = led_on;
  			g = led_off;
  		end
  		4'h1: begin
  			a = led_off;
  			b = led_on;
  			c = led_on;
  			d = led_off;
  			e = led_off;
  			f = led_off;
  			g = led_off;
  		end
  		4'h2: begin
  			a = led_on;
  			b = led_on;
  			c = led_off;
  			d = led_on;
  			e = led_on;
  			f = led_off;
  			g = led_on;
  		end
  		4'h3: begin
  			a = led_on;
  			b = led_on;
  			c = led_on;
  			d = led_on;
  			e = led_off;
  			f = led_off;
  			g = led_on;
  		end
  		4'h4: begin
  			a = led_off;
  			b = led_on;
  			c = led_on;
  			d = led_off;
  			e = led_off;
  			f = led_on;
  			g = led_on;
  		end
  		4'h5: begin
  			a = led_on;
  			b = led_off;
  			c = led_on;
  			d = led_on;
  			e = led_off;
  			f = led_on;
  			g = led_on;
  		end
  		4'h6: begin
  			a = led_on;
  			b = led_off;
  			c = led_on;
  			d = led_on;
  			e = led_on;
  			f = led_on;
  			g = led_on;
  		end
  		4'h7: begin
  			a = led_on;
  			b = led_on;
  			c = led_on;
  			d = led_off;
  			e = led_off;
  			f = led_off;
  			g = led_off;
  		end
  		4'h8: begin
  			a = led_on;
  			b = led_on;
  			c = led_on;
  			d = led_on;
  			e = led_on;
  			f = led_on;
  			g = led_on;
  		end
  		4'h9: begin
  			a = led_on;
  			b = led_on;
  			c = led_on;
  			d = led_off;
  			e = led_off;
  			f = led_on;
  			g = led_on;
  		end
  		4'hA: begin
  			a = led_on;
  			b = led_on;
  			c = led_on;
  			d = led_off;
  			e = led_on;
  			f = led_on;
  			g = led_on;
  		end
  		4'hB: begin
  			a = led_off;
  			b = led_off;
  			c = led_on;
  			d = led_on;
  			e = led_on;
  			f = led_on;
  			g = led_on;
  		end
  		4'hC: begin
  			a = led_on;
  			b = led_off;
  			c = led_off;
  			d = led_on;
  			e = led_on;
  			f = led_on;
  			g = led_off;
  		end
  		4'hD: begin
  			a = led_off;
  			b = led_on;
  			c = led_on;
  			d = led_on;
  			e = led_on;
  			f = led_off;
  			g = led_on;
  		end
  		4'hE: begin
  			a = led_on;
  			b = led_off;
  			c = led_off;
  			d = led_on;
  			e = led_on;
  			f = led_on;
  			g = led_on;
  		end
  		default: begin
  			a = led_on;
  			b = led_off;
  			c = led_off;
  			d = led_off;
  			e = led_on;
  			f = led_on;
  			g = led_on;
  		end
  	endcase
endmodule
`timescale 100 ns / 1 ns
module tld(clock, ar, button, a1, b1, c1, d1, e1, f1, g1, a2, b2, c2, d2, e2, f2, g2, a3, b3, c3, d3, e3, f3, g3, led);
  input wire clock, ar, button;
  output wire a1, b1, c1, d1, e1, f1, g1, a2, b2, c2, d2, e2, f2, g2, a3, b3, c3, d3, e3, f3, g3, led;
  wire fast_clock, slow_clock, random_bit, ctr_en, ctr_ar;
  wire [3:0] dig1, dig2, dig3;
  clock_divider clkdiv ( .clk(clock), .ar(ar), .x(slow_clock), .y(fast_clock));
  lfsr shiftreg ( .clk(slow_clock), .ar(ar), .sr( ), .q(random_bit));
  ctr_fsm fsm (.clk(fast_clock), .ar(ar), .start(random_bit), .stop(button), .ctr_en(ctr_en), .ctr_ar(ctr_ar));
  bcd_ctr bcd (.clk(fast_clock), .en(ctr_en), .ar(ctr_ar), .dig1(dig1), .dig2(dig2), .dig3(dig3));
  sevseg_decoder decoder1 (.val(dig1), .a(a1), .b(b1), .c(c1), .d(d1), .e(e1), .f(f1), .g(g1));
  sevseg_decoder decoder2 (.val(dig2), .a(a2), .b(b2), .c(c2), .d(d2), .e(e2), .f(f2), .g(g2));
  sevseg_decoder decoder3 (.val(dig3), .a(a3), .b(b3), .c(c3), .d(d3), .e(e3), .f(f3), .g(g3));
  assign led = ctr_en;
endmodule
[run.sh]
#!/bin/bash
# OpenROAD 26Q1-2900-gdf79404cd8, Yosys 0.63+post, stock flow scripts
make -C /OpenROAD-flow-scripts/flow DESIGN_CONFIG=/design/flow/config.mk WORK_HOME=/design/flow/orfs finish
==> impl_metrics.yaml <==
# implementation run metrics
status:
  status: "completed"
detailed_routing:
  post_drt_wl_per_cell_um: 11.6
  antenna_left: 0
  drt_initial_violations: 63
  num_antenna_cells: 0
  drc_errors_left: 0
  detail_route.first_pass.iterations: 4
  detailroute.via_count: 2719
  routed_wl_um: 6220
  viasPerCell: 5.06
final_timing:
  final_hold_viol_count: 0
  final.min_clock_period_ps: 1910
  unclocked_regs: 24
  timing.final.max_slew_violations: 0
  whs_ps: 265
  finalSetupViolCount: 0
  setup_tns_ps: 0
  max_freq_ghz: 0.524
  timing.slew.headroom: 0.535
  timing.clock.skew_ps: 5.55
  worst_slew_pin_slew_ps: 697
  rsz0062_at_grt: "false"
  finalClockPeriodUsage: 0.636
  number_of_unconstrained_endpoints: 46
floorplan:
  floorplan.initialDensity: 0.420
  core_region_area_mm2: 0.00889
  io-pin-count: 25
  die_height_um: 98.6
  floorplan.rows: 34
  die-area_mm2: 0.00972
  die_w_um: 98.6
place:
  dp_hpwl_um: 4450
  post_dp_cell_area_mm2: 0.00406
  place_congestion: 0.830
  place.port_buffers: 24
  dp.cells: 529
synthesis:
  synth_cell_types: 46
  post_synth_instance_area_mm2: 0.00373
  postSynthCellCount: 410
  synth.avg_cell_area_um2: 9.10
  edf_count: 0
  dominantRegCellSynth: "sky130_fd_sc_hd__dfrtp_1"
  synth-area-yosys_mm2: 0.00373
  count_of_instantiated_cells_in_the_yosys_netlist: 410
  sequential_element_share_of_the_synthesized_area: 0.450
  asyncSetResetFlopFracSynth: 1.00
  postSynthRegisterBits: 67
  synthesis.yosys.warnings: 5
clock_tree:
  clock_insertion_delay_worst_skew_ps: 290
  clock_tree.htree_level_count: 2
  cts_tree: "yes"
  clkSlewWorstSetupHoldPaths_ps: 80
  hold_buffers: 0
  number_of_buffers_created_by_cts: 5
  ctsRootBufferMaster: "sky130_fd_sc_hd__clkbuf_8"
  cts.path.max_buffers: 2
  post_cts.resized_instances: 0
  cts_post_setup_buffers_inserted: 0
setup_path:
  required_time_at_the_endpoint_of_the_critical_path_ps: 3160
  critical_path.max_stage_delay_ps: 410
  timing.critical_path.buf_inv: 0
  type_of_origin_of_the_critical_path: "flip-flop"
  path_cells: "ha_1 > and3_1 > a31o_2 > nand3_1 > nand2_2 > xor2_1"
  crit_type: "reg -> reg"
  r2r_slack_ps: 1090
  crit_path_slowest_cell: "sky130_fd_sc_hd__dfrtp_1"
  timing.reg2reg.worst_path_depth: 6
  critPathCaptureType: "flip-flop"
  r2r_end: "clkdiv.x"
  r2r_start: "clkdiv.ctr_x[0]"
  path_delay_family: "simple AND/OR/NAND/NOR gates"
  cp_data_arrival_time_ps: 2060
  critical_path.max_fanout: 27
layout:
  fin_area_mm2: 0.00415
  layout.cells.most_common_list: "sky130_fd_sc_hd__dfrtp_1 (65), sky130_fd_sc_hd__nor2_1 (64), sky130_fd_sc_hd__nand2_1 (50)"
  layout_top_cell: "sky130_fd_sc_hd__dfrtp_1"
  areaGrowthSynthToFinish_pct: 11.3
  post-route-util: 0.467
  drive_gt1_frac: 0.0629
  layout.cells.non_filler: 537
global_routing:
  grt_max_degree: 28
  grt_first_pass_wirelength_um: 11200
  antenna_found_initial: 0
  number_of_global_route_vias_before_repair: 2481
  overall_fraction_of_global_route_tracks_in_use: 0.140
  overflow: 0
run:
  drv.max_cap_violation_count: 0
  tool_warnings: 39
power:
  leakage_nw: 1.82
  power-per-cell-area_mw_per_mm2: 232
  irDropWorstVdd_mv: 0.361
hold_path:
  worst_hold_path_type: "in -> async"
## report_power, final
| part | switching [mW] | internal [mW] | leakage (nW) |
|---|---|---|---|
| clock | 0.200 | 0.166 | 0.0408 |
| sequential | 0 | 0.579 | 0.898 |
| combinational | 0.0141 | 0.00346 | 0.877 |
| total | 0.214 | 0.749 | 1.82 |
## metal layers
layer  share of wire  global-route usage
met3           0.021              0.0152
met4          0.0043              0.0103
met2            0.44               0.213
met5               0                   0
met1            0.53               0.234
## worst max-delay path by stage
stage              startpoint       end  slack [ps]  cells past startpoint
finish        clkdiv.ctr_x[0]  clkdiv.x        1090                      6
global route  clkdiv.ctr_x[0]  clkdiv.x         940                      6
CTS           clkdiv.ctr_x[0]  clkdiv.x        1060                      6
## final cells by class
cell class              count  area (um^2)
well taps                 108          135
inverters                  13         48.8
clock inverters             3         23.8
clock buffers               5         68.8
fillers                   828         4740
multi-input cells         314         1940
flip-flops and latches     67         1680
repair buffers             27          258
## stage by stage
stage | power, mW | setup WS, ps
2_1_floorplan | 0.591 | 1400
3_3_place_gp | 0.609 | 1120
3_5_place_dp | 0.610 | 1080
4_1_cts | 0.984 | 1060
5_1_grt | 1.01 | 940
6_report | 0.963 | 1090
## cells in the mapped netlist (3+ instances only)
cell                        n  area, um^2
sky130_fd_sc_hd__nor2b_1    5        31.3
sky130_fd_sc_hd__ha_1      19         238
sky130_fd_sc_hd__o211ai_1   3        22.5
sky130_fd_sc_hd__clkbuf_1  11        41.3
sky130_fd_sc_hd__nand4_1   11        68.8
sky130_fd_sc_hd__nor4_1     5        31.3
sky130_fd_sc_hd__and4_1     7        61.3
sky130_fd_sc_hd__o31ai_1    4        30.0
sky130_fd_sc_hd__dfrtp_1   65        1630
sky130_fd_sc_hd__and3_1     4        25.0
sky130_fd_sc_hd__xnor2_1   24         210
sky130_fd_sc_hd__buf_2      4        20.0
sky130_fd_sc_hd__nand3_1   16        80.1
sky130_fd_sc_hd__nor3_1     5        25.0
sky130_fd_sc_hd__and2_1     3        18.8
sky130_fd_sc_hd__nand2b_1   4        25.0
sky130_fd_sc_hd__a31oi_1    5        31.3
sky130_fd_sc_hd__o21ai_0   30         150
sky130_fd_sc_hd__nand2_1   50         188
sky130_fd_sc_hd__a22o_1     3        26.3
sky130_fd_sc_hd__nor2_1    64         240
sky130_fd_sc_hd__inv_1     13        48.8
sky130_fd_sc_hd__xor2_1    20         175
sky130_fd_sc_hd__a21oi_1    4        20.0
## flip-flops by register name, indices dropped and copies added, names as in the netlist
name and cells:
bcd.dig3 4, shiftreg.sr 8, clkdiv.x 1, clkdiv.ctr_x 26
clkdiv.y 1, bcd.dig2 4, bcd.dig1 4, clkdiv.ctr_y 15
fsm.state 4
## logic make-up (layout without fill, tap and decap cells)
kind of cell | after synthesis | in the layout | share of synthesized area
AOI/OAI and AO/OA | 61 | 61 | 0.102
buffers and inverters | 29 | 48 | 0.0305
muxes | 3 | 3 | 0.00939
and+or+nand+nor | 187 | 187 | 0.241
DFF | 67 | 67 | 0.450
adders and majority gates | 19 | 19 | 0.0637
xor gates and xnor gates | 44 | 44 | 0.103
No activity file was given, so power comes from the tool's default toggle rates.
